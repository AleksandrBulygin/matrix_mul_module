### ./run.sh
#!/bin/bash
# OpenROAD 26Q1-2900-gdf79404cd8, Yosys 0.63+post, stock flow scripts
make -C /OpenROAD-flow-scripts/flow DESIGN_CONFIG=/design/flow/config.mk WORK_HOME=/design/flow/orfs finish
### ./config.mk
export PLATFORM = sky130hd
export DESIGN_NAME = genexu_MUL_DIV
export DESIGN_NICKNAME = genexu_MUL_DIV
export VERILOG_FILES = /design/flow/design.v
export SDC_FILE = /design/flow/constraint.sdc
export NUM_CORES = 4
export LEC_CHECK = 1
export CORE_UTILIZATION = 30
### ./constraint.sdc
current_design genexu_MUL_DIV

set clk_period 16.7
set clk_io_pct 0.2

create_clock -name clk0 -period $clk_period [get_ports {clk_i}]

set non_clock_inputs [all_inputs -no_clocks]
set_input_delay [expr $clk_period * $clk_io_pct] -clock clk0 $non_clock_inputs
set_output_delay [expr $clk_period * $clk_io_pct] -clock clk0 [all_outputs]
### ./design.v
typedef struct packed {
	logic unsigned [31:0] rd0_wdata;
} resp_struct;
typedef struct packed {
	logic unsigned [31:0] instr_code;
	logic unsigned [31:0] src0_data;
	logic unsigned [31:0] src1_data;
} req_struct;
module genexu_MUL_DIV (
	input logic unsigned [0:0] clk_i
	, input logic unsigned [0:0] rst_i
	, output logic unsigned [0:0] stream_resp_bus_genfifo_req_o
	, output resp_struct stream_resp_bus_genfifo_wdata_bo
	, input logic unsigned [0:0] stream_resp_bus_genfifo_ack_i
	, input logic unsigned [0:0] stream_req_bus_genfifo_req_i
	, input req_struct stream_req_bus_genfifo_rdata_bi
	, output logic unsigned [0:0] stream_req_bus_genfifo_ack_o
);
logic mult_req, div_req, mult_resp, div_resp;
logic [1:0] mult_req_buf;
always @(posedge clk_i) if (rst_i) mult_req_buf <= 0; else mult_req_buf <= {mult_req, mult_req_buf[1]};
assign mult_resp = mult_req_buf[0];
logic req_acc;
assign req_acc = stream_req_bus_genfifo_req_i && stream_req_bus_genfifo_ack_o;
logic online;
always @(posedge clk_i)
	begin
	if (rst_i) online <= 0;
	else
		begin
		if (stream_resp_bus_genfifo_req_o) online <= 1'b0;
		if (req_acc) online <= 1'b1;
		end 
	end
assign stream_req_bus_genfifo_ack_o = !online || stream_resp_bus_genfifo_req_o;
logic [31:0] mult_dataout, div_dataout;
always @*
	begin
	if (mult_resp) stream_resp_bus_genfifo_wdata_bo.rd0_wdata = mult_dataout;
	else stream_resp_bus_genfifo_wdata_bo.rd0_wdata = div_dataout;
	end
assign stream_resp_bus_genfifo_req_o = mult_resp | div_resp;
logic inst_mul, inst_mulh, inst_mulhsu, inst_mulhu;
logic inst_div_w, inst_divu_w, inst_rem_w, inst_remu_w;
always @*
	begin
	mult_req = 1'b0;
	div_req = 1'b0;
	inst_mul = 1'b0;
	inst_mulh = 1'b0;
	inst_mulhsu = 1'b0;
	inst_mulhu = 1'b0;
	inst_div_w = 1'b0;
	inst_divu_w = 1'b0;
	inst_rem_w = 1'b0;
	inst_remu_w = 1'b0;
	if (req_acc)
		begin
		case (stream_req_bus_genfifo_rdata_bi.instr_code[14:12])
			0: begin mult_req = 1'b1; inst_mul = 1'b1; end
			1: begin mult_req = 1'b1; inst_mulh = 1'b1; end
			2: begin mult_req = 1'b1; inst_mulhsu = 1'b1; end
			3: begin mult_req = 1'b1; inst_mulhu = 1'b1; end
			4: begin div_req = 1'b1; inst_div_w = 1'b1; end
			5: begin div_req = 1'b1; inst_divu_w = 1'b1; end
			6: begin div_req = 1'b1; inst_rem_w = 1'b1; end
			7: begin div_req = 1'b1; inst_remu_w = 1'b1; end
		endcase
		end
	end
riscv_multiplier riscv_multiplier
(
     .clk_i(clk_i)
    ,.rst_i(rst_i)
    ,.opcode_valid_i(mult_req)
    ,.inst_mul(inst_mul)
    ,.inst_mulh(inst_mulh)
    ,.inst_mulhsu(inst_mulhsu)
    ,.inst_mulhu(inst_mulhu)
    ,.opcode_ra_operand_i(stream_req_bus_genfifo_rdata_bi.src0_data)
    ,.opcode_rb_operand_i(stream_req_bus_genfifo_rdata_bi.src1_data)
    ,.hold_i(1'b0)
    ,.writeback_value_o(mult_dataout)
);
riscv_divider riscv_divider
(
     .clk_i(clk_i)
    ,.rst_i(rst_i)
    ,.opcode_valid_i(div_req)
    ,.inst_div_w(inst_div_w)
    ,.inst_divu_w(inst_divu_w)
    ,.inst_rem_w(inst_rem_w)
    ,.inst_remu_w(inst_remu_w)
    ,.opcode_ra_operand_i(stream_req_bus_genfifo_rdata_bi.src0_data)
    ,.opcode_rb_operand_i(stream_req_bus_genfifo_rdata_bi.src1_data)
    ,.writeback_valid_o(div_resp)
    ,.writeback_value_o(div_dataout)
);
endmodule
module riscv_divider
(
     input           clk_i
    ,input           rst_i
    ,input           opcode_valid_i
    ,input           inst_div_w
    ,input           inst_divu_w
    ,input           inst_rem_w
    ,input           inst_remu_w
    ,input  [ 31:0]  opcode_ra_operand_i
    ,input  [ 31:0]  opcode_rb_operand_i
    ,output          writeback_valid_o
    ,output [ 31:0]  writeback_value_o
);
reg          valid_q;
reg  [31:0]  wb_result_q;
wire div_rem_inst_w     = (inst_div_w)  || 
                          (inst_divu_w) ||
                          (inst_rem_w)  ||
                          (inst_remu_w);
wire signed_operation_w = (inst_div_w) || (inst_rem_w);
wire div_operation_w    = (inst_div_w) || (inst_divu_w);
reg [31:0] dividend_q;
reg [62:0] divisor_q;
reg [31:0] quotient_q;
reg [31:0] q_mask_q;
reg        div_inst_q;
reg        div_busy_q;
reg        invert_res_q;
wire div_start_w    = opcode_valid_i & div_rem_inst_w;
wire div_complete_w = !(|q_mask_q) & div_busy_q;
always @(posedge clk_i)
if (rst_i)
begin
    div_busy_q     <= 1'b0;
    dividend_q     <= 32'b0;
    divisor_q      <= 63'b0;
    invert_res_q   <= 1'b0;
    quotient_q     <= 32'b0;
    q_mask_q       <= 32'b0;
    div_inst_q     <= 1'b0;
end
else if (div_start_w)
begin
    div_busy_q     <= 1'b1;
    div_inst_q     <= div_operation_w;
    if (signed_operation_w && opcode_ra_operand_i[31])
        dividend_q <= -opcode_ra_operand_i;
    else
        dividend_q <= opcode_ra_operand_i;
    if (signed_operation_w && opcode_rb_operand_i[31])
        divisor_q <= {-opcode_rb_operand_i, 31'b0};
    else
        divisor_q <= {opcode_rb_operand_i, 31'b0};
    invert_res_q  <= ((inst_div_w) && (opcode_ra_operand_i[31] != opcode_rb_operand_i[31]) && |opcode_rb_operand_i) || 
                     ((inst_rem_w) && opcode_ra_operand_i[31]);
    quotient_q     <= 32'b0;
    q_mask_q       <= 32'h80000000;
end
else if (div_complete_w)
begin
    div_busy_q <= 1'b0;
end
else if (div_busy_q)
begin
    if (divisor_q <= {31'b0, dividend_q})
    begin
        dividend_q <= dividend_q - divisor_q[31:0];
        quotient_q <= quotient_q | q_mask_q;
    end
    divisor_q <= {1'b0, divisor_q[62:1]};
    q_mask_q  <= {1'b0, q_mask_q[31:1]};
end
reg [31:0] div_result_r;
always @ *
begin
    div_result_r = 32'b0;
    if (div_inst_q)
        div_result_r = invert_res_q ? -quotient_q : quotient_q;
    else
        div_result_r = invert_res_q ? -dividend_q : dividend_q;
end
always @(posedge clk_i)
if (rst_i)
    valid_q <= 1'b0;
else
    valid_q <= div_complete_w;
always @(posedge clk_i)
if (rst_i)
    wb_result_q <= 32'b0;
else if (div_complete_w)
    wb_result_q <= div_result_r;
assign writeback_valid_o = valid_q;
assign writeback_value_o  = wb_result_q;
endmodule
module riscv_multiplier
(
     input           clk_i
    ,input           rst_i
    ,input           opcode_valid_i
    ,input           inst_mul
    ,input           inst_mulh
    ,input           inst_mulhsu
    ,input           inst_mulhu
    ,input  [ 31:0]  opcode_ra_operand_i
    ,input  [ 31:0]  opcode_rb_operand_i
    ,input           hold_i
    ,output [ 31:0]  writeback_value_o
);
localparam MULT_STAGES = 2;  
reg  [31:0]  result_e2_q;
reg  [31:0]  result_e3_q;
reg [32:0]   operand_a_e1_q;
reg [32:0]   operand_b_e1_q;
reg          mulhi_sel_e1_q;
wire [64:0]  mult_result_w;
reg  [32:0]  operand_b_r;
reg  [32:0]  operand_a_r;
reg  [31:0]  result_r;
wire mult_inst_w    = (inst_mul)     || 
                      (inst_mulh)    ||
                      (inst_mulhsu)  ||
                      (inst_mulhu);
always @ *
begin
    if (inst_mulhsu)
        operand_a_r = {opcode_ra_operand_i[31], opcode_ra_operand_i[31:0]};
    else if (inst_mulh)
        operand_a_r = {opcode_ra_operand_i[31], opcode_ra_operand_i[31:0]};
    else  
        operand_a_r = {1'b0, opcode_ra_operand_i[31:0]};
end
always @ *
begin
    if (inst_mulhsu)
        operand_b_r = {1'b0, opcode_rb_operand_i[31:0]};
    else if (inst_mulh)
        operand_b_r = {opcode_rb_operand_i[31], opcode_rb_operand_i[31:0]};
    else  
        operand_b_r = {1'b0, opcode_rb_operand_i[31:0]};
end
always @(posedge clk_i)
if (rst_i)
begin
    operand_a_e1_q <= 33'b0;
    operand_b_e1_q <= 33'b0;
    mulhi_sel_e1_q <= 1'b0;
end
else if (hold_i)
    ;
else if (opcode_valid_i && mult_inst_w)
begin
    operand_a_e1_q <= operand_a_r;
    operand_b_e1_q <= operand_b_r;
    mulhi_sel_e1_q <= ~(inst_mul);
end
else
begin
    operand_a_e1_q <= 33'b0;
    operand_b_e1_q <= 33'b0;
    mulhi_sel_e1_q <= 1'b0;
end
assign mult_result_w = {{ 32 {operand_a_e1_q[32]}}, operand_a_e1_q}*{{ 32 {operand_b_e1_q[32]}}, operand_b_e1_q};
always @ *
begin
    result_r = mulhi_sel_e1_q ? mult_result_w[63:32] : mult_result_w[31:0];
end
always @(posedge clk_i)
if (rst_i)
    result_e2_q <= 32'b0;
else if (~hold_i)
    result_e2_q <= result_r;
always @(posedge clk_i)
if (rst_i)
    result_e3_q <= 32'b0;
else if (~hold_i)
    result_e3_q <= result_e2_q;
assign writeback_value_o  = (MULT_STAGES == 3) ? result_e3_q : result_e2_q;
endmodule
==> Changelog: implementation <==
### Metrics

* Status: finished clean
* HP Class: flip-flop to flip-flop
* DP Wirelength at 118 mm
* Final Max Slew Viols at 0
* Yosys stat area at 53900 µm²
* Final setup vio count at 0
* # DRC at 0
* Clock root buffer master: clkbuf_16
* Worst Setup End Kind: flip-flop
* Ys flop type: dfxtp_1
* Psw at 0.492 mW
* Ports at 134
* Clock Tree Buf Depth at 3
* Post_cts resized at 0
* Fp_density at 30.2%
* Hold Buf Count CTS at 0
* Fin crit share at 53.4%
* Reg power frac at 41.0%
* Ys cells at 6115
* Critical Path Most Common Cell: fa_1
* Clk latency of the worst-skew pair at 0.48 ns
* Crit-path cells: buf_4, nand2_1, fa_1, fa_1, fa_1, inv_1, fa_1, fa_1, fa_1, fa_1, inv_1, fa_1, inv_1, ha_1, a21oi_1, o21ai_0, a41oi_1, o211ai_1, a311oi_1, o31ai_1, a211oi_1, a21oi_1, xnor2_1, o22ai_1
* # rows at 155
* Die y size at 426 µm
* Max FO, Critical Path at 24
* Switching share of power at 26.9%
* GPL Wtd Cong at 0.924
* Die X at 426 µm
* H-tree depth at 1
* Largest net degree at the start of global routing at 73
* VDD IR max at 0.0780 mV
* Max Clk Rate at 112 MHz
* Initial DRT Pass Iterations at 7
* Slowest cell on the critical path: dfxtp_1
* Total setup buffers inserted after CTS at 0
* Yosys cell types at 69
* Post-synth EDFFs at 0
* Fillcell total at 18200
* Global route overflow at 0
* Initial antenna violation count at 2
* Routed vias/inst at 4.76
* Crit Path Category: flip-flop to flip-flop
* Synth-to-Final Area Change at 8.59%
* Grt peak-use layer: met2
* FF+latch count, synth at 297
* Max transition margin at 45.3%
* DIE AREA at 181000 µm²
* CP arrival at 9.26 ns
* Ys async rst share at 0%
* Worst Tran Pin Value at 0.821 ns
* Post-synth seq share at 11.0%
* Final Hold Vio Count at 0
* Top cells by area: fa_1, dfxtp_1, inv_1
* Vias in the first global route at 42400
* Fraction of layout cells with a size suffix above 1 at 3.61%
* Tool warnings at 495
* Grt met1 use at 23.8%
* Number of CTS-inserted buffers at 31
* Max-cap violations at 0
* CTS clk-pin slew, worst paths at 0.05 ns
* WL/cell at 17.6 µm
* Total Wirelength at 148 mm
* Final Skew at 0.00438 ns
* Pwr dens at 31.2 nW/µm²
* Port Buffers at 103
* Internal Pwr Total at 1.34 mW
* Gate power share at 23.6%
* Critical Path RT at 17.04 ns
* GR Util met3 at 5.98%
* GRT Resource Usage Total at 17.7%
* CP startpoint kind: flip-flop
* RSZ-0062 raised after global routing: no
* Avg Synthesized Cell Area at 8.81 µm²
* Final hold slack at 0.438 ns
* Final setup TNS at 0 ns
* CTS tree: built
* Placeable Area at 178000 µm²
* Clk sink count at 297
* Met2 Use GR at 28.1%
* Cell Area, Synth at 53900 µm²
* Clock share of power at 35.5%
* ANT nets after route at 0
* Static leakage at 27.8 nW
* Slowest stage delay, CP at 0.80 ns
* Fin crit period at 8.92 ns
* Gate Count Post-Synth at 6115
* Max-area cell share at 41.8%
* DR vias at 39900
* Initial DRC Count at 1995
* First-pass GRT wire length at 240 mm
* YS warnings at 3
* Yosys top cell by area: fa_1
[flip-flops by register name (all words and copies together), names as in the netlist, 32 cells and up]
name and cells:
riscv_divider.quotient_q 32, riscv_divider.dividend_q 32, riscv_multiplier.operand_a_e1_q 33, riscv_multiplier.operand_b_e1_q 33, riscv_divider.q_mask_q 32, riscv_divider.wb_result_q 32
riscv_multiplier.result_e2_q 32, riscv_divider.divisor_q 63
[layer usage]
layer  share of wire [%]  up-vias  routed length (µm)
met1                  41    20000               60300
met2                  48     1358               70400
met4                 2.9        0                4270
met3                 8.6      198               12600
met5                   0        -                   0
li1                    -    18400                   -
[logic make-up after synthesis]
logic type / after synthesis / synth area share [%]
XOR/XNOR: 210 / 3.41
flip-flops: 297 / 11.0
AND-OR/OR-AND: 702 / 8.19
AND/OR/NAND/NOR: 1933 / 17.4
buffers and inverters: 1518 / 10.6
adder cells (fa/ha/maj): 1405 / 48.3
multiplexers: 50 / 1.03
[cells in the final DEF, fill, tap and decap left out, drive strengths merged, types with 33 or more instances in the layout]
master / instances
a211oi: 45
nor3: 46
xnor2: 138
dfxtp: 297
nand3: 35
inv: 1187
nor2: 210
clkdlybuf4s50: 102
a21oi: 275
a311oi: 34
nand2: 853
mux2: 33
nor2b: 45
buf: 96
a21o: 50
clkbuf: 38
fa: 1126
xor2: 72
and2: 596
o21ai: 113
ha: 279
[per-stage QoR]
step / area, µm² / cells / util [%] / worst slack (ns) / power (mW)
floorplan: 53900 / 6115 / - / 9.18 / 1.03
global placement: 57400 / 8334 / 32.2 / 7.82 / 1.19
finish: 58500 / 8394 / 32.8 / 7.78 / 1.83
CTS: 58500 / 8391 / 32.8 / 7.79 / 1.98
global route: 58500 / 8392 / 32.8 / 7.38 / 2.05
detailed placement: 57400 / 8334 / 32.2 / 7.86 / 1.19
[worst max-delay path: cells and delay by family (launching register included)]
kind	cells	cell delay, ns
xor gates and xnor gates	1	0.34
AOI/OAI and AO/OA	9	2.36
adders and majority gates	9	4.52
buffers and inverters	4	0.63
and+or+nand+nor	1	0.13
DFF	1	0.80
[power groups by stage]
stage | clock, mW | combinational [mW] | sequential (mW)
after CTS | 0.802 | 0.431 | 0.747
final | 0.649 | 0.431 | 0.749
after global routing | 0.830 | 0.472 | 0.749
[Yosys cell counts, drive strengths merged (5+ instances only)]
cell,number
o22ai,14
a31oi,19
fa,1126
and3,26
o211ai,30
mux2i,16
o31ai,29
or2,12
a21oi,275
o41ai,18
a211o,5
clkbuf,327
ha,279
xnor2,138
buf,7
a31o,5
dfxtp,297
inv,1184
a211oi,45
o2111ai,5
nand2b,21
nand3,35
a21o,50
o21bai,16
nor2b,45
nand2,853
a21boi,5
nand4,24
or3,11
o21ai,113
nor4,30
nor3,46
or4,18
a2111oi,5
xor2,72
mux2,33
and2,596
nor2,210
a311oi,34
o21a,14
[cell type report]
| type | instances | area [µm²] | share of cell area [%] |
|---|---|---|---|
| diodes | 3 | 7.51 | 0.0128 |
| clock buffers | 38 | 842 | 1.44 |
| clock inverters | 19 | 287 | 0.490 |
| inverters | 1184 | 4440 | 7.59 |
| multi-input cells | 4300 | 42300 | 72.3 |
| flip-flops and latches | 297 | 5950 | 10.2 |
| well taps | 2355 | 2950 | 5.04 |
| repair buffers | 198 | 1740 | 2.98 |
[worst paths after layout]
kind / from / end / slack [ns] / cells after the start
min: mult_req_buf[1]$_SDFF_PP0_ / mult_req_buf[0]$_SDFF_PP0_ / 0.44 / 1
min reg2reg: mult_req_buf[1]$_SDFF_PP0_ / mult_req_buf[0]$_SDFF_PP0_ / 0.44 / 1
max reg2reg: riscv_multiplier.operand_a_e1_q[17]$_SDFF_PP0_ / riscv_multiplier.result_e2_q[20]$_SDFF_PP0_ / 7.78 / 24
max: riscv_multiplier.operand_a_e1_q[17]$_SDFF_PP0_ / riscv_multiplier.result_e2_q[20]$_SDFF_PP0_ / 7.78 / 24
No activity file was given, so power comes from the tool's default toggle rates.
